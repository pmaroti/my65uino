<file path="design/flow/config.mk">
export PLATFORM = sky130hd
export DESIGN_NAME = ttl_74138
export DESIGN_NICKNAME = ttl_74138
export VERILOG_FILES = /design/flow/design.v
export SDC_FILE = /design/flow/constraint.sdc
export NUM_CORES = 4
export LEC_CHECK = 1
export CORE_AREA = 10 10 70 70
export DIE_AREA = 0 0 80 80
</file>
<file path="design/flow/design.v">
module ttl_74138 #(parameter WIDTH_OUT = 8, WIDTH_IN = $clog2(WIDTH_OUT),
                   DELAY_RISE = 0, DELAY_FALL = 0)
(
  input Enable1_bar,
  input Enable2_bar,
  input Enable3,
  input [WIDTH_IN-1:0] A,
  output [WIDTH_OUT-1:0] Y
);
reg [WIDTH_OUT-1:0] computed;
integer i;
always @(*)
begin
  for (i = 0; i < WIDTH_OUT; i++)
  begin
    if (!Enable1_bar && !Enable2_bar && Enable3 && i == A)
      computed[i] = 1'b0;
    else
      computed[i] = 1'b1;
  end
end
assign #(DELAY_RISE, DELAY_FALL) Y = computed;
endmodule
</file>
<file path="design/flow/run.sh">
#!/bin/bash
# OpenROAD 26Q1-2900-gdf79404cd8, Yosys 0.63+post, stock flow scripts
make -C /OpenROAD-flow-scripts/flow DESIGN_CONFIG=/design/flow/config.mk WORK_HOME=/design/flow/orfs finish
</file>
<file path="design/flow/constraint.sdc">
current_design ttl_74138

set clk_period 1.2
set clk_io_pct 0.2

create_clock -name clk0 -period $clk_period

set non_clock_inputs [all_inputs -no_clocks]
set_input_delay [expr $clk_period * $clk_io_pct] -clock clk0 $non_clock_inputs
set_output_delay [expr $clk_period * $clk_io_pct] -clock clk0 [all_outputs]
</file>
==> results_slide.txt <==
Implementation Results

Layout
  – Count of clock-net buffers in the final layout: 0
  – Area delta synth->final: 300%
  – Num sequential: 0
  – Final cell utilization of the core: 9.67%
  – Most frequent logic cells in the routed design: sky130_fd_sc_hd__buf_4, sky130_fd_sc_hd__nand2_1, sky130_fd_sc_hd__buf_6, sky130_fd_sc_hd__clkdlybuf4s15_1, sky130_fd_sc_hd__buf_2
  – Fraction of layout instances using a drive strength above 1: 54.5%
  – Storage element area: 0 sq um
  – Most common cell after layout, fill and taps aside: sky130_fd_sc_hd__buf_4

Global route
  – Total gr overflow: 0
  – Antenna violations before repair: 0
  – Wire length of the first global-routing pass: 869 um
  – All-layer global routing usage: 1.59%
  – Pin count of the biggest net entering global routing: 6
  – Vias in the first global route: 179

STA
  – Worst max-slew margin expressed relative to the limit: 87.0%
  – Min cycle time layout: 1.16 ns
  – Pins over their slew limit: 0
  – Final Cycle Share: 96.5%
  – Final setup TNS: 0 ns
  – # setup viols final: 0
  – Pin slew with the least headroom to its limit: 0.195 ns
  – Number of failing hold endpoints at the final stage: 0
  – Peak clock frequency supported by timing: 863 MHz

Yosys
  – Area share of the leading cell type in the synthesized netlist: 27.3%
  – Area reported by Yosys stat: 82.6 sq um
  – Area of the mapped netlist: 82.6 sq um
  – Number of cells in the yosys synthesis report: 13
  – Synthesized area per cell: 6.35 sq um
  – Largest area contributor in the synthesized netlist: sky130_fd_sc_hd__nand2_1
  – Yosys warnings: 1
  – Post-Syn Instances: 13
  – Sequential-to-total area share from yosys stat: 0%
  – Number of different library cells in the post-synthesis netlist: 6
  – Top cells by area in the synthesized netlist: sky130_fd_sc_hd__nand2_1, sky130_fd_sc_hd__and3b_1, sky130_fd_sc_hd__nand4_1

Route
  – Count of vias placed by the detailed router: 186
  – Number of diodes: 0
  – Average routed wire per standard cell: 7.52 um
  – Violation count after the first detailed-route iteration: 6
  – First-pass iteration count of the detailed router: 2
  – Final antenna-violating net count: 0
  – Vias per std cell: 2.35
  – Routed wire length: 594 um
  – Remaining design rule violation count: 0

Job
  – Tool warnings: 32
  – Maximum Capacitance Violations: 0

Critical path
  – Data arrival at the endpoint of the critical path: 0.92 ns
  – Critical path origin: Enable2_bar
  – Class of the most critical setup path: primary input to primary output
  – Category of the worst setup path capture point: primary output
  – Critical Path RT: 0.96 ns
  – Capture point of the critical path: Y[4]
  – Startpoint type of the worst setup path: primary input
  – Critical Path Fanout Max: 2

Hold path
  – Cell depth of the worst hold path: 4
  – Worst hold-check path type: primary input to primary output

Run status
  – Result of the run: complete, no violations

Placed design
  – RePlAce Congestion: 0.720
  – DP Wirelength: 456 um
  – Count of input and output buffers: 14

Die
  – IO Pins: 14
  – Die Area: 6400 sq um
  – Die height: 80 um
  – Number of rows in the core area: 21
  – Core Area: 3420 sq um
  – Pre-placement core utilization: 2.42%
  – Chip Width: 80 um

Power and ir drop
  – Max rail drop VDD: 0.0299 mV
  – Leakage: 0.121 nW
  – Pwr Density: 184 nW/um^2

Clock tree
  – Hold-fix buffers at CTS: 0
==> metrics by stage <==
step	power (mW)	setup slack, ns	std cells	hold WS, ns	instance area, sq um
after floorplan	0.00962	0.407	13	0.506	82.6
after global placement	0.0510	-0.583	77	1.52	310
after detailed placement	0.0518	-0.607	77	1.52	310
after CTS	0.0631	0.000185	80	0.776	338
after global routing	0.0661	-0.00165	79	0.786	330
final	0.0608	0.0415	79	0.767	330
==> worst min-delay path by stage <==
stage,slack [ns],endpoint,from
after CTS,0.78,Y[0],A[1]
final,0.77,Y[0],A[1]
after global routing,0.79,Y[0],A[1]
==> routing by layer <==
layer | share of wire (%) | GRT usage, %
met1 | 39 | 1.72
met4 | 0 | 0
met3 | 18 | 0.795
met2 | 43 | 2.89
met5 | 0 | 0
==> Yosys cell counts <==
library cell / number
sky130_fd_sc_hd__nand2_1: 6
sky130_fd_sc_hd__and3b_1: 2
sky130_fd_sc_hd__nand4_1: 2
sky130_fd_sc_hd__nor3_2: 1
sky130_fd_sc_hd__nor3b_1: 1
sky130_fd_sc_hd__nor3b_2: 1
==> area by class of cell <==
type	count	area [sq um]
well taps	46	57.6
repair buffers	20	170
multi-input cells	13	103
fillers	400	3090
==> power breakdown <==
| part | total, mW | switching, mW | internal (mW) |
|---|---|---|---|
| registers | 0 | 0 | 0 |
| clock network | 0 | 0 | 0 |
| logic | 0.0608 | 0.0229 | 0.0380 |
| total | 0.0608 | 0.0229 | 0.0380 |
==> what timing repair did <==
| item | 4_1_cts | 5_1_grt |
|---|---|---|
| endpoints found under the setup margin | 8 | 6 |
| buffers inserted | 17 | 0 |
| gates resized | 51 | 3 |
| pin swaps | 6 | 4 |
| hold endpoints to repair | 0 | 0 |
==> worst max-delay path: stages <==
cell and delay [ns]:
sky130_fd_sc_hd__buf_6 0.11, sky130_fd_sc_hd__nor3b_4 0.19, sky130_fd_sc_hd__buf_4 0.14, sky130_fd_sc_hd__nand2_1 0.05, sky130_fd_sc_hd__clkdlybuf4s15_1 0.19
==> cell families (layout without fill, tap and decap cells) <==
group	count (synthesis)	in the layout	synth area share, %
AND/OR/NAND/NOR	13	13	100
buffers and inverters	0	20	0
Power and IR drop assume default switching activity.
