## design/flow/design.v

```verilog
module ttl_7474 #(parameter BLOCKS = 2, DELAY_RISE = 0, DELAY_FALL = 0)
(
  input [BLOCKS-1:0] Preset_bar,
  input [BLOCKS-1:0] Clear_bar,
  input [BLOCKS-1:0] D,
  input [BLOCKS-1:0] Clk,
  output [BLOCKS-1:0] Q,
  output [BLOCKS-1:0] Q_bar
);
reg [BLOCKS-1:0] Q_current;
reg [BLOCKS-1:0] Preset_bar_previous;
generate
  genvar i;
  for (i = 0; i < BLOCKS; i = i + 1)
  begin: gen_blocks
    always @(posedge Clk[i] or negedge Clear_bar[i])
    begin
      if (!Clear_bar[i])
        Q_current[i] <= 1'b0;
      else if (!Preset_bar[i] && Preset_bar_previous[i])   
        Q_current[i] <= 1'b1;
      else
      begin
        Q_current[i] <= D[i];
        Preset_bar_previous[i] <= Preset_bar[i];
      end
    end
  end
endgenerate
assign #(DELAY_RISE, DELAY_FALL) Q = Q_current;
assign #(DELAY_RISE, DELAY_FALL) Q_bar = ~Q_current;
endmodule
```

## design/flow/run.sh

```bash
#!/bin/bash
# OpenROAD 26Q1-2900-gdf79404cd8, Yosys 0.63+post, stock flow scripts
make -C /OpenROAD-flow-scripts/flow DESIGN_CONFIG=/design/flow/config.mk WORK_HOME=/design/flow/orfs finish
```

## design/flow/config.mk

```make
export PLATFORM = sky130hd
export DESIGN_NAME = ttl_7474
export DESIGN_NICKNAME = ttl_7474
export VERILOG_FILES = /design/flow/design.v
export SDC_FILE = /design/flow/constraint.sdc
export NUM_CORES = 4
export LEC_CHECK = 1
export CORE_AREA = 10 10 70 70
export DIE_AREA = 0 0 80 80
```

## design/flow/constraint.sdc

```tcl
current_design ttl_7474

set clk_period 1.0
set clk_io_pct 0.2

create_clock -name clk0 -period $clk_period [get_ports {Clk}]

set non_clock_inputs [all_inputs -no_clocks]
set_input_delay [expr $clk_period * $clk_io_pct] -clock clk0 $non_clock_inputs
set_output_delay [expr $clk_period * $clk_io_pct] -clock clk0 [all_outputs]
```

==> impl_metrics.csv <==
group,metric,value,unit
run_status,outcome,"finished, final reports clean",
die,die_x,80,um
critical_path,crit_chain,"clkdlybuf4s50_1 -> nand2b_4 -> and2_1",
run,max_cap_viol_count,0,
sta,slew_headroom,0.925,
route,vias,157,
critical_path,crit_type,"primary input to flip-flop",
clock_tree,cts_tree,"built",
synth,syn_inst,12,
synth,ys_seq_elements,4,
layout,final_design_area_no_fill,388,sq um
hold_path,hold_class,"primary input to async pin",
clock_tree,cts_hold_buf,0,
power,finalPower,0.613,mW
clock_tree,cts_sinks,4,
sta,max_freq,1.01,GHz
die,ios,12,
die,fp_util,0.0498,
route,drt-pass1-iter-count,2,
synth,postSynthAreaPerCell,14.2,sq um
route,wl,463,um
synth,synth_seq_share,0.647,
power,p_leak,0.166,nW
critical_path,critPathMaxFanout,2,
critical_path,crit-reg2reg-launch,"Preset_bar_previous[1]",
layout,area_growth,128,%
route,antenna_cells,0,
critical_path,setup.worst_path.start,"Preset_bar[1]",
placement,dpl-instance-area,350,sq um
die,coreArea,3420,sq um
layout,utilization,0.114,
critical_path,end_kind,"flip-flop",
sta,rsz0062_at_grt,"no",
power,ir_drop,0.000207,V
route,drtIter0Drc,3,
sta,worstMarginPinSlew,113,ps
critical_path,critPathRequiredTime,930,ps
sta,holdWs,262,ps
critical_path,cp-start-kind,"primary input",
placement,port_buffers,10,
critical_path,path_buffers,1,
critical_path,crit_family,"buffers and inverters",
clock_tree,path_clk_slew,30,ps
critical_path,worst-r2r-cell-count,2,
grt,grt_usage,0.0163,
die,rows,21,
layout,final_cell_mix,"clkbuf_4 (6), clkdlybuf4s50_1 (6), buf_4 (3)",
synth,yosys_area,170,sq um
layout,drive_gt1_frac,0.424,
power,p_per_area,1580,nW/um^2
route,ant_nets,0,
route,viasPerCell,1.99,
synth,ys_cells,12,
grt,grt_pass1_vias,174,
synth,synth_cell_type_count,6,
grt,globalRouteOverflowTotal,0,
route,remaining_drc_errors,0,
synth,yosysWarningCount,1,
run,warning_count,66,
clock_tree,clock_latency,210,ps
critical_path,critPathSlowestCell,"clkdlybuf4s50_1",
grt,grt_max_degree,3,
sta,slew_violations,0,
die,die_area,6400,sq um
clock_tree,cts_setup_buffers,0,
sta,finalSetupViolations,0,
critical_path,worstSetupPathDepth,3,
sta,fin_crit_sh,0.988,
synth,syn_area,170,sq um
sta,min_period,988,ps
grt,grt_pass1_wl,779,um
die,die_h,80,um
critical_path,worstPathArrival,920,ps
grt,antenna_found_initial,0,
placement,post-place-cells,71,
sta,clock_skew,7.02,ps
layout,fin_cells,79,
critical_path,crit_path_max_incr_delay,470,ps
sta,hold_viol_final,0,
route,wl_per_cell,5.86,um
placement,gp_congestion,0.682,
==> final timing paths <==
path	endpoint	slack [ps]
worst max-delay path	Preset_bar_previous[1]	10
worst min-delay path	Q_current[1]	260
worst max register to register	Preset_bar_previous[1]	100
worst min register to register	Q_current[1]	520
max in group asynchronous	Q_current[0]	650
min in group clk0	Q_current[1]	520
==> layout make-up <==
class                           instances  area, sq um
Fill cell                             399         3030
Sequential cell                         4          110
Timing Repair Buffer                   13          108
Tap cell                               46         57.6
Multi-Input combinational cell          6         52.6
Clock buffer                            8         52.6
Inverter                                2         7.51
==> sequential cells by signal (all words and copies together), names as in the netlist <==
register,count
Q_current,2
Preset_bar_previous,2
==> power breakdown <==
part           total, mW  switching, mW  internal (mW)
logic             0.0599         0.0129         0.0469
registers          0.192        0.00607          0.186
clock network      0.361         0.0671          0.294
total              0.613         0.0861          0.527
==> through the flow <==
step / setup TNS, ps / setup slack [ps]
2_1_floorplan: 0 / 122
3_3_place_gp: -624 / -210
3_5_place_dp: -659 / -216
4_1_cts: 0 / 6.75
5_1_grt: 0 / 4.80
6_report: 0 / 11.7
==> cell families (layout without fill, tap and decap cells) <==
group	after synthesis	after routing	synth area share
buf+inv	2	23	0.0441
flops	4	4	0.647
simple gates	6	6	0.309
==> Yosys cell counts <==
| cell | count | area share |
|---|---|---|
| inv_1 | 2 | 0.044 |
| nand2b_1 | 2 | 0.074 |
| nand2b_4 | 2 | 0.16 |
| edfxtp_1 | 2 | 0.35 |
| and2_1 | 2 | 0.074 |
| dfrtp_1 | 2 | 0.29 |
==> per-layer routing <==
layer  track usage  vias up  part of all wire
met2        0.0209        8              0.52
met3        0.0216        2              0.17
met1        0.0121       70              0.28
li1              -       77                 -
met4        0.0123        0             0.028
met5             0        -                 0
==> repair_timing <==
item / CTS / global route
setup endpoints to repair: 4 / 1
pin swaps: 0 / 0
resized: 10 / 1
Power and IR drop assume default switching activity.
