==> flow/design.v <==
module ttl_74163 #(parameter WIDTH = 4, DELAY_RISE = 0, DELAY_FALL = 0)
(
  input Clear_bar,
  input Load_bar,
  input ENT,
  input ENP,
  input [WIDTH-1:0] D,
  input Clk,
  output RCO,
  output [WIDTH-1:0] Q
);
wire RCO_current;
reg [WIDTH-1:0] Q_current;
wire [WIDTH-1:0] Q_next;
assign Q_next = Q_current + 1;
always @(posedge Clk)
begin
  if (!Clear_bar)
  begin
    Q_current <= {WIDTH{1'b0}};
  end
  else
  begin
    if (!Load_bar)
    begin
      Q_current <= D;
    end
    if (Load_bar && ENT && ENP)
    begin
      Q_current <= Q_next;
    end
  end
end
assign RCO_current = ENT && (&Q_current);
assign #(DELAY_RISE, DELAY_FALL) RCO = RCO_current;
assign #(DELAY_RISE, DELAY_FALL) Q = Q_current;
endmodule
==> flow/run.sh <==
#!/bin/bash
# OpenROAD 26Q1-2900-gdf79404cd8, Yosys 0.63+post, stock flow scripts
make -C /OpenROAD-flow-scripts/flow DESIGN_CONFIG=/design/flow/config.mk WORK_HOME=/design/flow/orfs finish
==> flow/config.mk <==
export PLATFORM = sky130hd
export DESIGN_NAME = ttl_74163
export DESIGN_NICKNAME = ttl_74163
export VERILOG_FILES = /design/flow/design.v
export SDC_FILE = /design/flow/constraint.sdc
export NUM_CORES = 4
export LEC_CHECK = 1
export CORE_AREA = 10 10 70 70
export DIE_AREA = 0 0 80 80
==> flow/constraint.sdc <==
current_design ttl_74163

set clk_period 2.0
set clk_io_pct 0.2

create_clock -name clk0 -period $clk_period [get_ports {Clk}]

set non_clock_inputs [all_inputs -no_clocks]
set_input_delay [expr $clk_period * $clk_io_pct] -clock clk0 $non_clock_inputs
set_output_delay [expr $clk_period * $clk_io_pct] -clock clk0 [all_outputs]
==> impl_metrics.tcl <==
# yosys + openroad results
set metrics [dict create \
    gp_congestion 0.7731 \
    nFillCells 404 \
    irDropWorstVdd_uv 173.7 \
    finalClockSkew_ns 0.00009670 \
    clkTransAtPathRegs_ns 0.04 \
    drtIter0Drc 2 \
    status "completed" \
    grt_setup_unrepaired "false" \
    wl_microns 837 \
    powerDensity_nw_per_um2 567.4 \
    setup_viol 0 \
    period_minus_slack_ns 1.905 \
    grt_usage 0.02710 \
    ys_ff 4 \
    clk_latency_ns 0.23 \
    die_h_microns 80 \
    required_ns 1.60 \
    worstHoldPathType "flop to flop" \
    path_cells "ha_1 -> and4_4 -> clkdlybuf4s50_1" \
    antenna_found_initial 0 \
    syn_avg_cell_area_sq_um 8.550 \
    power.leakage_nw 0.1471 \
    grt_pass1_wl_mm 1.317 \
    portBuffers 13 \
    dp_hpwl_microns 681.1 \
    globalRouteOverflowTotal 0 \
    flop_area_sq_um 80.08 \
    drv_slew 0 \
    grt_max_degree 9 \
    yosys-stat-area_sq_um 205.2 \
    syn_inst 24 \
    post_cts_buffers 0 \
    worstHoldStart "Q_current[1]" \
    routed_via_density 2.908 \
    ys_types 15 \
    clk_path_buf_depth 2 \
    drc 0 \
    antenna_left 0 \
    drt_first_pass_iters 2 \
    finalClockPeriodUsage 0.9526 \
    cts_tree "yes" \
    die_w_microns 80 \
    pin_count 14 \
    largest_reg_flops 4 \
    slowest_stage "clkdlybuf4s50_1" \
    clockRootBuffer "clkbuf_4" \
    max_freq_ghz 0.5249 \
    crit_type "flop to output port" \
    std_cell_rows 21 \
    end_kind "output port" \
    max_stage_delay_ns 0.47 \
    crit_fanout 4 \
    fin_util 0.1238 \
    ys_seq_share 0.3902 \
    cts.sinks 4 \
    fin_tns_setup_ns 0 \
    cp.buffers_inverters 1 \
    vias 253 \
    worst_r2r_startpoint "Q_current[2]" \
    h-tree-depth 1 \
    cts-buffers-inserted 3 \
    area_growth_syn_to_layout_pct 106.1 \
    crit_family "buffers and inverters" \
    power_mw 0.2400 \
    first_global_vias 267 \
    insertedDiodeCount 0 \
    netlist_area_sq_um 205.2 \
    drive_gt1_frac 0.1463 \
    critical_path.startpoint "Q_current[0]" \
    slew-limit-headroom 0.8209 \
    maxCapViolCount 0 \
    wl_per_cell_microns 9.621 \
    fp-utilization 0.06007 \
    finalHoldViolCount 0 \
    dieArea_sq_um 6400 \
    top_regs "Q_current (4)" \
    worstMarginPinSlew_ns 0.2678 \
    crit_arrival_ns 1.51 \
    yosys-stat-cells 24 \
    start_kind "flop" \
    core_sq_um 3416 \
    comb_area_sq_um 122.6 \
    top_register "Q_current" \
    warning_count 25 \
    ys_warn_count 1 \
]
==> worst reg2reg max path: stages, from the launching register on <==
cell and delay, ns:
dfxtp_1 0.39, nand3_1 0.11, or3_1 0.31, a31oi_1 0.16
==> metal layers <==
layer | part of all wire | wire, microns | global-route usage | vias up
met2 | 0.22 | 187 | 0.02327 | 17
met3 | 0.12 | 103 | 0.02159 | 0
met1 | 0.65 | 547 | 0.04524 | 113
li1 | - | - | - | 123
met5 | 0 | 0 | 0 | -
met4 | 0 | 0 | 0.001761 | 0
==> layout by cell type, fill, tap and decap left out <==
master	instances
clkdlybuf4s50_1	12
dfxtp_1	4
nand3_1	3
o21ai_0	3
clkbuf_4	3
xor2_1	2
nor2_1	2
and4_4	1
nand2_2	1
or3_1	1
a31oi_1	1
inv_1	1
a211oi_1	1
a21oi_1	1
nand2_1	1
a311oi_1	1
ha_1	1
dlygate4sd2_1	1
buf_4	1
==> through the flow <==
stage / instances / worst slack [ns] / cell area [sq um] / hold WS, ns
2_1_floorplan: 24 / 0.9011 / 205.2 / 0.4708
3_3_place_gp: 84 / -0.0009379 / 400.4 / 0.5057
3_5_place_dp: 84 / -0.007463 / 400.4 / 0.5181
4_1_cts: 87 / 0.08602 / 422.9 / 0.5265
5_1_grt: 87 / 0.03709 / 422.9 / 0.5611
6_report: 87 / 0.09480 / 422.9 / 0.5229
==> final timing paths <==
check / end / slack [ns] / cells after the start
worst min-delay path: Q_current[1] / 0.52 / 2
worst min register to register: Q_current[1] / 0.52 / 2
worst max register to register: Q_current[3] / 0.95 / 3
worst max-delay path: RCO / 0.09 / 3
==> layout make-up <==
type | instances | share of cell area
Tap cell | 46 | 0.1361
Sequential cell | 4 | 0.1893
Multi-Input combinational cell | 19 | 0.2899
Inverter | 1 | 0.008876
Timing Repair Buffer | 14 | 0.3225
Clock buffer | 3 | 0.05325
==> report_power, final <==
part           leakage [nW]  internal [mW]  switching, mW
registers            0.0333         0.0865        0.00707
logic                 0.100         0.0312         0.0164
clock network        0.0138         0.0670         0.0317
total                 0.147          0.185         0.0552
==> timing repair <==
| item | CTS | global route |
|---|---|---|
| endpoints found under the setup margin | 1 | 0 |
| hold buffers | 0 | 0 |
| resized | 2 | 0 |
==> synthesized netlist by cell type <==
cell / n / area [sq um]
dfxtp_1: 4 / 80.08
nand3_1: 3 / 15.01
o21ai_0: 3 / 15.01
nor2_1: 2 / 7.510
xor2_1: 2 / 17.52
a211oi_1: 1 / 7.510
a21oi_1: 1 / 5.000
a311oi_1: 1 / 8.760
a31oi_1: 1 / 6.260
and4_2: 1 / 10.01
ha_1: 1 / 12.51
inv_1: 1 / 3.750
nand2_1: 1 / 3.750
nand2_2: 1 / 6.260
or3_1: 1 / 6.260
==> cell families (layout without fill, tap and decap cells) <==
group / Yosys count / count (layout) / share of synthesized area
flip-flops: 4 / 4 / 0.3903
adder cells (fa/ha/maj): 1 / 1 / 0.06097
XOR/XNOR: 2 / 2 / 0.08538
AND/OR/NAND/NOR: 9 / 9 / 0.2378
buffers and inverters: 1 / 18 / 0.01828
AND-OR/OR-AND: 7 / 7 / 0.2073
Power and IR drop assume default switching activity.
